==> design.v <==
module RegisterBank(A,B,C,Adata,Bdata,Cdata,W,CLK);
input [4:0]A;
input [4:0]B;
input [4:0]C;
input [63:0]Cdata;
input W;
input CLK;
parameter delay = 10;
output  [63:0]Adata;
output  [63:0]Bdata;
reg [63:0] registersTable [31:0];
assign  Adata = registersTable[A];
assign  Bdata = registersTable[B];
always@(posedge CLK)
  begin
  if(W)
    begin
    #delay registersTable[C] = Cdata;
    end
  end
endmodule
==> run.sh <==
#!/bin/bash
# OpenROAD 26Q1-2900-gdf79404cd8, Yosys 0.63+post, stock flow scripts
make -C /OpenROAD-flow-scripts/flow DESIGN_CONFIG=/design/flow/config.mk WORK_HOME=/design/flow/orfs finish
==> config.mk <==
export PLATFORM = sky130hd
export DESIGN_NAME = RegisterBank
export DESIGN_NICKNAME = RegisterBank
export VERILOG_FILES = /design/flow/design.v
export SDC_FILE = /design/flow/constraint.sdc
export NUM_CORES = 4
export LEC_CHECK = 1
export CORE_UTILIZATION = 50
==> constraint.sdc <==
current_design RegisterBank

set clk_period 11.1
set clk_io_pct 0.2

create_clock -name clk0 -period $clk_period [get_ports {CLK}]

set non_clock_inputs [all_inputs -no_clocks]
set_input_delay [expr $clk_period * $clk_io_pct] -clock clk0 $non_clock_inputs
set_output_delay [expr $clk_period * $clk_io_pct] -clock clk0 [all_outputs]
==> qor.rpt <==
====================================================================================
Post-synth seq share ..................................................        65.4%
Post-synth ARST share .................................................           0%
Filler cell count .....................................................        13.4k
Init Core Util ........................................................        50.5%
Max Freq ..............................................................      122 MHz
Remaining routing DRC violations ......................................            0
Cell count listed in synth_stat.txt ...................................         4313
Number of flip-flops under the largest register name ..................         2048
Setup slack at placement ..............................................      2830 ps
Post-CTS setup buffer count ...........................................            0
Flip-flops with a built-in enable .....................................         2048
Portion of total power attributed to combinational logic ..............         8.8%
Post-synth area hogs .................................................. sky130_fd_sc_hd__edfxtp_1 65%, sky130_fd_sc_hd__mux4_2 25%, sky130_fd_sc_hd__mux2i_1 3.9%
Number of port buffers ................................................          208
Hold Crit Class ....................................................... primary input to flip-flop
Weighted congestion at the end of routability-driven global placement .        0.873
Number of nets still failing antenna checks after routing .............            0
Total number of vias ..................................................        49.4k
Maximum level of the CTS H-tree .......................................            4
Worst setup SP type ................................................... primary input
Post-DR wirelength/cell ...............................................      38.6 um
Worst setup path category ............................................. primary input to output pin
Fraction of post-synthesis cell area in the top cell type by area .....        65.4%
Tally of OpenROAD warnings ............................................           26
Top cell by count, worst path ......................................... sky130_fd_sc_hd__buf_4
Required @ worst endpoint .............................................      8880 ps
Crit. End Element .....................................................   output pin
Post-Synthesis Mean Instance Area .....................................     21.8 um2
Count of hold-fix buffers inserted at cts .............................            0
Min Clock Period, post-route ..........................................      8180 ps
Cells along the critical path ......................................... buf_8, buf_4, buf_4, mux4_2, mux2i_1, a22o_1, a221oi_1, buf_4, clkdlybuf4s50_1
Rel. slew slack .......................................................        32.6%
Area Growth Syn to Fin ................................................        13.3%
PwrDens ...............................................................   159 nW/um2
Total count of hold-check failures in the final report ................            0
Count of max-cap constraint violations ................................            0
Cell type with the largest total area after synthesis ................. sky130_fd_sc_hd__edfxtp_1
Setup slack after layout ..............................................      2920 ps
Placed wire-length estimate ...........................................    160000 um
Boundary pin count ....................................................          209
DRC violation total after the first TritonRoute iteration .............         2810
Actual slew at the worst max-slew pin .................................      1010 ps
Sequential share of power .............................................        50.9%
Count of final setup violators ........................................            0
Worst hold path stage count ...........................................            1
Final count of pins violating max slew ................................            0
Leak ..................................................................      33.8 nW
Pint ..................................................................      13.2 mW
Outcome ............................................................... finished clean
Horizontal die dimension ..............................................       436 um
Startpoint of the worst hold path .....................................    Cdata[40]
Worst VDD drop ........................................................       152 uV
Slowest cell on crit path ............................................. sky130_fd_sc_hd__a221oi_1
Unrepaired setup endpoints after global routing .......................        false
Clock slew seen by the registers of the worst setup and hold paths ....        60 ps
Arrival time of data at the critical path endpoint ....................      5960 ps
Core area .............................................................   186000 um2
Avg Vias per Cell .....................................................         6.77
Synth cell types ......................................................           38
Fraction of final layout cells sized beyond drive strength 1 ..........        35.0%
Commonest register cell after synthesis ............................... sky130_fd_sc_hd__edfxtp_1
Chip footprint ........................................................   190000 um2
Total congestion overflow .............................................            0
Comb. cell area .......................................................    31100 um2
GRT Total Usage .......................................................        34.3%
Utilization of the core after routing .................................        57.3%
Vertical die dimension ................................................       436 um
Post-synthesis sequential element count ...............................         2048
Clock buffers created by TritonCTS ....................................          212
Leading cell type by number of instances after synthesis .............. sky130_fd_sc_hd__edfxtp_1
Syn Std Cell Area .....................................................    94100 um2
Buffers from clock root to sink, at most ..............................            3
Power share of the clock group ........................................        40.3%
Cell resize tally after clock tree synthesis ..........................            0
Worst Hold Path EP .................................................... registersTable[31][40]$_DFFE_PP_
Clock tree root driver cell ........................................... sky130_fd_sc_hd__clkbuf_16
Most common library cells after synthesis ............................. 2048 x sky130_fd_sc_hd__edfxtp_1, 1039 x sky130_fd_sc_hd__mux4_2, 362 x sky130_fd_sc_hd__mux2i_1
Sw Pwr ................................................................      3.78 mW
Final worst-path cycle share ..........................................        73.7%
Number of global-route vias before repair .............................        56.2k
TritonCTS clock tree ..................................................          yes
Yosys stat chip area ..................................................    94100 um2
Register cell area after layout .......................................    61500 um2
CP peak stage delay ...................................................       720 ps
Global-route wire length before repair ................................    403000 um
Number of placement rows ..............................................          158
DR pass1 iterations ...................................................            5
Routed wire length ....................................................    282000 um
Largest net degree at the start of global routing .....................           96
Antenna violations before repair ......................................           10
Clk sinks .............................................................         2048
Critical path fanouts, max ............................................           43
Final setup TNS .......................................................         0 ps
Share of total power consumed by net switching ........................        22.3%
Yosys warns ...........................................................            1
Synth Instances .......................................................         4313
====================================================================================
==> worst max-delay path, delay by kind of cell <==
family,cells,cell delay (ps)
buffers and inverters,5,2280
AND-OR/OR-AND,2,910
multiplexers,2,410
==> placed cells by master (no fill, tap or decap), types with 5 or more instances in the layout <==
cell                              synthesis  routed
sky130_fd_sc_hd__edfxtp_1              2048    2048
sky130_fd_sc_hd__clkinv_1                 1      64
sky130_fd_sc_hd__nand3b_1                 5       5
sky130_fd_sc_hd__buf_4                   75     230
sky130_fd_sc_hd__buf_12                   0      24
sky130_fd_sc_hd__clkbuf_16                0     219
sky130_fd_sc_hd__diode_2                  0       8
sky130_fd_sc_hd__o21a_1                  22      22
sky130_fd_sc_hd__a32o_1                  38      38
sky130_fd_sc_hd__nor2_1                  46      11
sky130_fd_sc_hd__a211oi_1                 6       6
sky130_fd_sc_hd__clkinvlp_4               0       5
sky130_fd_sc_hd__nor2b_1                 19      13
sky130_fd_sc_hd__clkinv_2                 0      29
sky130_fd_sc_hd__a22oi_1                 18      18
sky130_fd_sc_hd__o22ai_1                 38      38
sky130_fd_sc_hd__mux4_2                1039    1039
sky130_fd_sc_hd__nand2_1                 87      87
sky130_fd_sc_hd__mux2i_1                362     362
sky130_fd_sc_hd__buf_8                    0       5
sky130_fd_sc_hd__clkbuf_1                92      44
sky130_fd_sc_hd__mux2_2                  56      56
sky130_fd_sc_hd__a22o_1                  33      33
sky130_fd_sc_hd__clkdlybuf4s50_1          0     198
sky130_fd_sc_hd__a221oi_1                93      93
sky130_fd_sc_hd__nor2b_4                  0       6
sky130_fd_sc_hd__bufinv_16                0      14
sky130_fd_sc_hd__nor2_4                   0      35
==> cell type report <==
type | instances | area share (%)
Antenna cell | 8 | 0.0188
Tap cell | 2480 | 2.91
Sequential cell | 2048 | 57.7
Multi-Input combinational cell | 1917 | 29.2
Timing Repair Buffer | 459 | 4.02
Clock buffer | 263 | 5.29
Clock inverter | 122 | 0.908
Inverter | 1 | 0.0106
==> how the worst max path moves through the flow <==
| stage | slack [ps] | depth (start not counted) | end | start |
|---|---|---|---|---|
| 6_report | 2920 | 9 | Adata[18] | A[0] |
| 5_1_grt | 2680 | 9 | Adata[18] | A[0] |
| 4_1_cts | 2830 | 9 | Adata[18] | A[0] |
==> kinds of logic (layout without fill, tap and decap cells) <==
family	count (synthesis)	after routing	synth area share, %
other cells	0	8	0
simple gates	184	184	0.880
mux	1457	1457	29.4
compound gates	276	276	2.44
buf+inv	348	845	1.94
flops	2048	2048	65.4
==> metal layers <==
layer / track usage (%) / share of wire [%] / wire (um) / up-vias
li1: - / - / - / 19900
met1: 42.5 / 30 / 83200 / 25300
met2: 48.5 / 48 / 134000 / 3740
met3: 27.7 / 19 / 53800 / 515
met4: 8.95 / 3.4 / 9670 / 21
met5: 2.49 / 0.22 / 609 / -
==> per-stage QoR <==
stage                     cells  cell area [um2]  hold slack, ps  power [mW]
after detailed placement   6905           100000            3020        10.3
final                      7298           107000            2140        17.0
after floorplan            4313            94100            2320        9.66
after global routing       7296           107000            2140        17.5
after CTS                  7290           107000            2100        17.1
after global placement     6905           100000            3010        10.3
==> power by group through the flow <==
stage	logic, mW	clock network (mW)	registers [mW]
global route	1.59	7.25	8.65
CTS	1.50	6.96	8.64
finish	1.49	6.85	8.64
No activity file was given, so power comes from the tool's default toggle rates.
