## flow/run.sh

```bash
#!/bin/bash
# OpenROAD 26Q1-2900-gdf79404cd8, Yosys 0.63+post, stock flow scripts
make -C /OpenROAD-flow-scripts/flow DESIGN_CONFIG=/design/flow/config.mk WORK_HOME=/design/flow/orfs finish
```

## flow/config.mk

```make
export PLATFORM = sky130hd
export DESIGN_NAME = alu
export DESIGN_NICKNAME = alu
export VERILOG_FILES = /design/flow/design.v
export SDC_FILE = /design/flow/constraint.sdc
export NUM_CORES = 4
export LEC_CHECK = 1
export CORE_UTILIZATION = 30
```

## flow/constraint.sdc

```tcl
current_design alu

set clk_period 30.9
set clk_io_pct 0.2

create_clock -name clk0 -period $clk_period

set non_clock_inputs [all_inputs -no_clocks]
set_input_delay [expr $clk_period * $clk_io_pct] -clock clk0 $non_clock_inputs
set_output_delay [expr $clk_period * $clk_io_pct] -clock clk0 [all_outputs]
```

## flow/design.v

```verilog
module alu(a,b,op,z,result);
input [63:0] a;
input [63:0] b;
input [3:0] op;
output reg [63:0]result;
output reg z;
always @(a,b,op)
  begin
      case (op)
	4'b0000:  result = a & b;
	4'b0001:  result = a | b;
	4'b0010:  result = a + b;
	4'b0110:  result= a - b;
  4'b1100:  result = ~(a | b);
	4'b0111:  result=b;
	default:  result = 0;
      endcase
      if ( result == 0 )
        begin z=1;
        end
      else z=0;
  end
endmodule
```

==> run summary <==
The following summarizes the physical implementation.

Pwr
The power dissipated by switching net loads is 125 µW. The part of the total power dissipated in combinational logic is 100.0%. Cell internal power was estimated by the tool at 90.5 µW. The portion of total power attributed to the clock network is 0%. Registers are responsible for 0% of the overall power. In this run switching power makes up 58.1% of total power. The maximum VDD drop is 0.00000762 V. The static power due to leakage is 3.72 nW. The power density over the cells is 20.2 nW/µm².

Floorplan
The floorplan step defined a die boundary enclosing 29200 µm². According to the floorplan report, the die width is 171 µm. Row generation in the floorplan step produced 61 rows. The initial core utilization is 30.6%. From bottom edge to top edge, the die measures 171 µm. The region available for standard cell placement spans 27900 µm². The top-level port count is 197.

Layout
The total number of sequential cells is 0. The count of clock buffers in the final design is 0. The post-synthesis to final-layout area growth is 24.9%. The area occupied by registers is 0 µm². The post-route netlist has 4.63% of its cells at a drive strength greater than 1. The finished cells cover 10700 µm².

Worst setup path
The capture point of the critical path is z. The launching instance or port of the critical path is b[28]. The type of the worst setup path is primary input to output port. The peak fanout along the critical path is 8. The nature of the critical path endpoint is an output port.

The data required time of the critical path is 24.72 ns. The data arrival time of the critical path is 13.41 ns. STA classifies the critical path startpoint as a primary input.

Logic synthesis
The number of cells in the yosys synthesis report is 1337. The part of the Yosys area used for sequential elements is 0%. The count of yosys warnings during synthesis is 1.

The post-synth area from yosys stat is 8550 µm². The mean instance size in the synthesized netlist is 6.40 µm². The tally of unique sky130hd cells used after synthesis is 88. Before any placement, the netlist area is recorded as 8550 µm². Synthesis handed over a netlist of 1337 instances.

Final timing
Across all setup checks in the final design, the least slack found is 11.31 ns. The worst pin sits at a relative slew slack of 26.8%. The final tally of setup violations is 0. The total negative slack for setup checks is 0 ns.

The clock period could shrink to 19.59 ns. The slew at the pin with the worst max-slew slack is 1.08 ns. Endpoints failing hold in the final report were tallied at 0. Setup repair after global routing left no endpoint under its margin. Counting pins that exceed their max-slew limit in the final report gives 0. The final timing summary puts the cycle share of the worst path at 63.4%. The upper clock frequency limit is 51.0 MHz.

Drt
The antenna diode instance count is 0. The DRC violation count after routing is 0. Before antenna repair, the detailed router went through 7 iterations. Per the detail_route report, the via count comes to 10800. The script logs the ratio of routed vias to standard cells as 5.92.

In the final routed layout, each cell accounts on average for 21.3 µm. The total length of routed wires is 38.9 mm. In this run the remaining antenna-violating nets after routing total 0. The number of design-rule violations left by the first detailed-router iteration is 1160.

Placement
The worst setup slack before clock tree synthesis is 11.44 ns. Per the gpl log, the routability congestion estimate is 0.987. The port buffer count is 197.

Summed over all nets, the half-perimeter wirelength after detailed placement is 31.5 mm. Per the detailed placement report, the placed cell area equals 10700 µm².

Run status
The run finished with clean final reports.

Hold path
Counting instances, the worst hold path has a depth of 5. The path class of the tightest hold or removal check is primary input to output port.

Global route
The number of global-route vias before repair came to 9912. The number of antenna violations at the first check in global routing is 0. The largest net degree at the start of global routing is 40.

The first-pass GRT wire length is 58.8 mm. Global routing used 26.4% of the available tracks across all layers. The remaining global-route overflow is 0.

Clock network
The post-cts repair resize count is 0. The number of hold buffers added after CTS was 0. Looking at the post-CTS report, the setup buffer insertion count equals 0.

Flow run
The tool warning count for the run is 34. The max-capacitance violation count is 0.
[through the flow]
stage,std cells,util [%],power (mW),hold slack (ns)
global route,1824,38.2,0.235,13.51
CTS,1824,38.2,0.214,13.46
global placement,1824,38.2,0.214,13.45
floorplan,1337,-,0.129,12.49
finish,1824,38.2,0.216,13.44
detailed placement,1824,38.2,0.212,13.46
[metal layers]
layer  GRT usage [%]  wire, µm  vias to the layer above
met3            3.70      3190                       54
met2            39.8     16600                      468
met4            5.67       882                        0
met1            39.5     18200                     5036
met5               0         0                        -
li1                -         -                     5240
[worst min-delay path by stage]
stage	from	to
after CTS	op[2]	result[42]
after global routing	op[0]	result[2]
final	op[0]	result[2]
[synth_stat cells, drive strengths merged, types with 12 or more instances]
master / count / area [µm²]
nand2: 179 / 674
a21oi: 133 / 714
o21ai: 109 / 549
nor2: 106 / 403
ha: 66 / 826
clkbuf: 62 / 233
maj3: 58 / 581
xnor2: 57 / 499
o31ai: 55 / 413
xor2: 52 / 455
nor3: 48 / 260
buf: 41 / 205
a22oi: 38 / 285
nand4: 36 / 231
inv: 26 / 97.6
nand3: 23 / 125
a21o: 19 / 143
nor4: 18 / 134
o211ai: 16 / 120
or3: 14 / 87.6
o21bai: 13 / 97.6
a31oi: 12 / 90.1
and2: 12 / 75.1
[cell usage in the layout (no fill, tap or decap), types with 6 or more instances in the layout]
cell type                         synthesis  routed
sky130_fd_sc_hd__clkdlybuf4s50_1          0     195
sky130_fd_sc_hd__a22o_1                   7       7
sky130_fd_sc_hd__o211ai_1                16      16
sky130_fd_sc_hd__a21oi_2                  7       7
sky130_fd_sc_hd__buf_4                    0      16
sky130_fd_sc_hd__a21oi_1                124     124
sky130_fd_sc_hd__nand4_1                 35      35
sky130_fd_sc_hd__a22oi_1                 38      38
sky130_fd_sc_hd__and3_1                   7       7
sky130_fd_sc_hd__nor4_1                  16      16
sky130_fd_sc_hd__a21boi_0                 7       7
sky130_fd_sc_hd__ha_1                    66      66
sky130_fd_sc_hd__a31oi_1                 11      11
sky130_fd_sc_hd__nand3_1                 21      21
sky130_fd_sc_hd__nand2b_1                 7       7
sky130_fd_sc_hd__nand2_1                178     176
sky130_fd_sc_hd__o31ai_1                 55      55
sky130_fd_sc_hd__nand3b_1                 7       7
sky130_fd_sc_hd__nor2_1                 104     102
sky130_fd_sc_hd__o21ai_1                 16      16
sky130_fd_sc_hd__and2_1                  11      11
sky130_fd_sc_hd__o21ai_0                 92      92
sky130_fd_sc_hd__maj3_1                  58      58
sky130_fd_sc_hd__o41ai_1                  6       6
sky130_fd_sc_hd__nor3_1                  44      43
sky130_fd_sc_hd__a2bb2oi_1                8       8
sky130_fd_sc_hd__nor2b_1                  6       6
sky130_fd_sc_hd__xnor2_1                 57      57
sky130_fd_sc_hd__or3_1                   14      14
sky130_fd_sc_hd__a21o_1                  19      19
sky130_fd_sc_hd__o21bai_1                13      13
sky130_fd_sc_hd__xor2_1                  52      52
sky130_fd_sc_hd__inv_1                   25      25
[critical path, cell delays in order]
cell and delay (ns):
sky130_fd_sc_hd__clkdlybuf4s50_1 0.59, sky130_fd_sc_hd__nor4_1 0.46, sky130_fd_sc_hd__nor4b_1 0.92, sky130_fd_sc_hd__nand4_1 0.56
sky130_fd_sc_hd__nor3_2 0.42, sky130_fd_sc_hd__nand2_1 0.22, sky130_fd_sc_hd__o21ai_0 0.25, sky130_fd_sc_hd__xor2_1 0.28
sky130_fd_sc_hd__ha_1 0.37, sky130_fd_sc_hd__nand2_1 0.16, sky130_fd_sc_hd__nor2_1 0.06, sky130_fd_sc_hd__a221o_1 0.36
sky130_fd_sc_hd__a21o_1 0.24, sky130_fd_sc_hd__a31oi_4 0.18, sky130_fd_sc_hd__or4_1 0.15, sky130_fd_sc_hd__nand3_2 0.10
sky130_fd_sc_hd__or4_1 0.61, sky130_fd_sc_hd__or3_1 0.33, sky130_fd_sc_hd__and4bb_1 0.27, sky130_fd_sc_hd__and4_1 0.22
sky130_fd_sc_hd__clkdlybuf4s50_1 0.48
[cell type report]
type                            instances  area (µm²)
Fill cell                            3017       17300
Multi-Input combinational cell       1207        8030
Timing Repair Buffer                  213        2080
Tap cell                              378         473
Inverter                               26        97.6
[kinds of logic after synthesis]
family                   count (synthesis)  synth area share [%]
AND/OR/NAND/NOR                        488                  27.9
AND-OR/OR-AND                          478                  37.0
XOR/XNOR                               109                  11.2
buffers and inverters                  130                  6.38
adder cells (fa/ha/maj)                125                  16.7
multiplexers                             7                 0.878
[power groups by stage]
stage                 combinational (mW)  clock, mW  sequential (mW)
after global routing               0.235          0                0
final                              0.216          0                0
after CTS                          0.214          0                0
Power is estimated from default activity; no workload was simulated.
