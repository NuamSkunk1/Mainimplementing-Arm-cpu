--- design/flow/config.mk ---
export PLATFORM = sky130hd
export DESIGN_NAME = Data_Memory
export DESIGN_NICKNAME = Data_Memory
export VERILOG_FILES = /design/flow/design.v
export SDC_FILE = /design/flow/constraint.sdc
export NUM_CORES = 4
export LEC_CHECK = 1
export CORE_UTILIZATION = 40
--- design/flow/constraint.sdc ---
current_design Data_Memory

set clk_period 9.1
set clk_io_pct 0.2

create_clock -name clk0 -period $clk_period [get_ports {clk}]

set non_clock_inputs [all_inputs -no_clocks]
set_input_delay [expr $clk_period * $clk_io_pct] -clock clk0 $non_clock_inputs
set_output_delay [expr $clk_period * $clk_io_pct] -clock clk0 [all_outputs]
--- design/flow/design.v ---
module Data_Memory (clk , Address , WriteData, MemRead, MemWrite, ReadData);
input [63:0] Address;
input [63:0] WriteData;
input MemRead;
input MemWrite;
input clk;
output reg [63:0] ReadData;
reg [63:0] datamemory [31:0];
always@(MemRead)
begin
    if(MemRead==1)
	ReadData <= datamemory[Address[4:0]];
end
always@(posedge clk)
begin
    if(MemWrite==1)
	datamemory[Address[4:0]] <= WriteData;
end
endmodule
--- design/flow/run.sh ---
#!/bin/bash
# OpenROAD 26Q1-2900-gdf79404cd8, Yosys 0.63+post, stock flow scripts
make -C /OpenROAD-flow-scripts/flow DESIGN_CONFIG=/design/flow/config.mk WORK_HOME=/design/flow/orfs finish
==> metrics.csv <==
stage,metric,value,unit
placed_design,count of input and output buffers,135,
routing,DRC,0,
logic_synthesis,cell count after synthesis,4136,
final_timing,endpoints left unconstrained,128,
power,worst supply voltage drop on vdd,0.1949,mV
routing,drt wl/cell,27.03,µm
worst_setup_path,element type at the critical path end,flip-flop,
run_status,run status,"complete, no violations",
final_layout,register area,0.06246,mm²
power,Pwr per Cell Area,215.1,mW/mm²
routing,count of nets left with antenna violations after detail routing,0,
final_timing,count of endpoints failing hold in the final timing report,0,
worst_setup_path,critical path arrival,5.09,ns
logic_synthesis,share of cell area taken by muxes after synthesis,0.1305,
die,horizontal die size,445.1,µm
logic_synthesis,yosys stat chip area,0.07855,mm²
logic_synthesis,Cell variety after synth,22,
worst_setup_path,largest driver fanout on the critical path,27,
die,number of rows created at floorplan,162,
routing,per-cell via count in the routed design,5.436,
die,fp util,0.4028,
grt,vias in the first global route,40650,
die,Chip Height,445.1,µm
routing,total via count after detailed routing,39250,
final_layout,fin cells,7221,
placed_design,number of cells in the design after placement,6850,
routing,Routed met1 length,69380,µm
worst_setup_path,worst setup path category,in -> reg,
routing,Routed met3 length,28900,µm
routing,wire length on met2,91810,µm
cts,Bufs on Longest Clock Path,3,
final_layout,combinational cell area excluding buffers and inverters,0.01521,mm²
logic_synthesis,number of flops mapped to enable cells by yosys,2048,
final_timing,slew at the pin closest to its max-slew limit,1.144,ns
grt,first-pass GRT wire length,280200,µm
final_timing,setup tns final,0,ns
logic_synthesis,summed instance area of the synthesized netlist,0.07855,mm²
logic_synthesis,"AND-OR/OR-AND Cells, Area Fraction",0.04078,
logic_synthesis,yosys stat cell total,4136,
placed_design,estimated wirelength of the detail-placed design,106500,µm
die,I/O pin count,195,
flow_run,number of max-capacitance violations reported,0,
final_timing,Peak Freq,0.2158,GHz
final_layout,Fill cells,16110,
final_layout,fraction of final layout cells sized beyond drive strength 1,0.1077,
logic_synthesis,Synth Register Bits,2112,
logic_synthesis,Adder Area Share,0,
routing,detailed-route wire length,195200,µm
logic_synthesis,biggest combinational cell group after synthesis,multiplexers,
logic_synthesis,simple-gate share of the synthesized area,0.01790,
logic_synthesis,post-synthesis xor/xnor area fraction,0,
final_timing,Worst Hold Margin,1.793,ns
logic_synthesis,count of synthesis-stage warnings from yosys,1,
hold_path,path type of the worst min-delay path,in -> reg,
placed_design,RD Place Congestion,0.8392,
final_timing,Final min period,4.635,ns
worst_setup_path,required time of the critical path,9.55,ns
cts,H-tree depth,4,
routing,first-pass detailed-route iteration total,6,
final_timing,RSZ-0062 raised after global routing,no,
final_timing,endpoints failing setup,0,
power,total leakage power,0.03087,µW
die,area inside the core boundary,0.1950,mm²
final_layout,utilization of the core after routing,0.4620,
final_layout,relative area change from synthesis to final layout,14.69,%
final_timing,pins over their slew limit,0,
grt,largest net degree at the start of global routing,98,
grt,Overall Global Routing Usage,0.2156,
cts,CTS Buf Count,200,
cts,clock tree from TritonCTS,done,
die,die footprint,0.1981,mm²
cts,CTS Hold Bufs,0,
grt,antenna violations before repair,8,
logic_synthesis,proportion of register bits with asynchronous set or reset after synthesis,0,
routing,Top Metal Used,met5,
cts,clock tree root driver cell,sky130_fd_sc_hd__clkbuf_16,
cts,buffer count from post-CTS setup fixing,0,
cts,Resized Gates After CTS,0,
flow_run,number of warnings the tools reported,85,
routing,count of routing violations after the opening detailed-route iteration,2340,
final_timing,Slew Limit Headroom,0.2348,
final_timing,final worst-path cycle share,0.5093,
logic_synthesis,mean instance size in the synthesized netlist,18.99,µm²
logic_synthesis,commonest register cell after synthesis,sky130_fd_sc_hd__edfxtp_1,
cts,clock-pin slew on the worst setup and hold paths,0.06,ns
final_timing,count of unclocked register or latch pins,64,
worst_setup_path,CP Launch Type,input pin,
grt,gr ovfl total,0,
## through the flow
stage | setup slack, ns | area (µm²) | power (µW)
3_3_place_gp | 3.630 | 83770 | 11660
5_1_grt | 4.380 | 90080 | 19970
2_1_floorplan | 1.342 | 78550 | 11200
6_report | 4.465 | 90090 | 19380
4_1_cts | 4.485 | 90080 | 19540
3_5_place_dp | 3.586 | 83770 | 11670
## critical path: stages
cell and delay [ns]:
sky130_fd_sc_hd__clkdlybuf4s50_1 0.40, sky130_fd_sc_hd__buf_4 0.22, sky130_fd_sc_hd__or3b_2 0.73, sky130_fd_sc_hd__nor2_4 0.70
sky130_fd_sc_hd__buf_4 0.48, sky130_fd_sc_hd__buf_4 0.65
## final timing paths
check | startpoint | end | slack, ns | cells after the start
max | Address[0] | datamemory[0][54]$_DFFE_PP_ | 4.47 | 6
min | WriteData[49] | datamemory[22][49]$_DFFE_PP_ | 1.79 | 2
## synthesized netlist by cell type (2+ instances only)
library cell                number  area (µm²)
sky130_fd_sc_hd__nor4_1        128       800.8
sky130_fd_sc_hd__nand2_1        66       247.7
sky130_fd_sc_hd__buf_4           4       30.03
sky130_fd_sc_hd__mux2i_1      1024       10250
sky130_fd_sc_hd__buf_1           7       26.28
sky130_fd_sc_hd__nor3_1          4       20.02
sky130_fd_sc_hd__or4b_1          4       40.04
sky130_fd_sc_hd__nand4b_1        4       35.03
sky130_fd_sc_hd__buf_6          14       157.7
sky130_fd_sc_hd__clkbuf_1       31       116.4
sky130_fd_sc_hd__dlxtp_1        64       960.9
sky130_fd_sc_hd__o22ai_1       512        3203
sky130_fd_sc_hd__buf_2         179       895.9
sky130_fd_sc_hd__edfxtp_1     2048       61500
sky130_fd_sc_hd__nand3_1         2       10.01
sky130_fd_sc_hd__or3b_2          3       26.28
sky130_fd_sc_hd__nand3b_1        4       30.03
sky130_fd_sc_hd__nand4bb_1       6       67.56
sky130_fd_sc_hd__nor2_1         29       108.9
## layout make-up
class | instances | share of cell area
Sequential cell | 2112 | 0.6933
Multi-Input combinational cell | 1789 | 0.1688
Clock buffer | 259 | 0.05801
Tap cell | 2624 | 0.03644
Timing Repair Buffer | 325 | 0.03128
Clock inverter | 110 | 0.01208
Antenna cell | 2 | 0.00005556
## power breakdown
| group | total [µW] | leakage, µW | switching [µW] | internal, µW |
|---|---|---|---|---|
| Clock | 7920 | 0.00306 | 3450 | 4470 |
| Combinational | 893 | 0.00886 | 580 | 313 |
| Sequential | 10600 | 0.0189 | 29.2 | 10500 |
## per-layer routing
layer  vias to the layer above  track usage
met1                     19250       0.2792
met5                         -     0.001954
met2                      2166       0.3173
li1                      17510            -
met3                       326       0.1438
met4                         2      0.04516
## kinds of logic (layout without fill, tap and decap cells)
| logic type | Yosys count | in the layout |
|---|---|---|
| and+or+nand+nor | 253 | 253 |
| AOI/OAI and AO/OA | 512 | 512 |
| muxes | 1024 | 1024 |
| DFF | 2048 | 2048 |
| other | 0 | 2 |
| buffers and inverters | 235 | 694 |
| latches | 64 | 64 |
## layout by cell type, fill, tap and decap left out, drive strengths merged, types with 2 or more instances in the layout
cell type and n:
edfxtp 2048, diode 2, mux2i 1024, clkbuf 259
or3b 3, bufinv 14, nor2 29, nand4bb 6
o22ai 512, buf 192, nand2 66, nand3b 4
dlxtp 64, or4b 4, nor3 4, nand4b 4
inv 8, nand3 2, nor4 128, clkdlybuf4s50 133
clkinv 87
## registers in the layout, indices dropped and copies added, names as in the netlist
signal / flops
ReadData: 64
datamemory: 2048
No activity file was given, so power comes from the tool's default toggle rates.
